**flow/design.v**
```verilog
module bai2 (SW,CLOCK_50,HEX0);
input [0:0]SW;
input CLOCK_50;
output reg [6:0]HEX0;
parameter s0  = 3'b000;
parameter s1  = 3'b001;
parameter s2  = 3'b010;
parameter s3  = 3'b011;
parameter s4  = 3'b100;
reg [2:0]current_state, next_state;
integer q;
reg clock_1s = 1'b0;
always @ (posedge CLOCK_50)
	begin
		q=q+1;
		if (q == 49999999)   
		begin     
		clock_1s = ~clock_1s;   
		q = 0;   
		end   
	end  
	always @ (*) 
	begin  
		case (current_state)  
		s0 :  next_state = s1;  
		s1 :  next_state = s2;  
		s2 :  next_state = s3;  
		s3 :  next_state = s4; 
		s4 :  next_state = s0;       
		default next_state = s0;  
		endcase 
	end 
always @ (posedge clock_1s or posedge SW[0])
	begin 
		if (SW[0]) current_state <= s0; 
		else current_state <= next_state;
	end
always @ (*)
	begin 
		case (current_state) 
		s0: HEX0 = 7'b0001001;
		s1: HEX0 = 7'b0000110; 
		s2: HEX0 = 7'b1000111; 
		s3: HEX0 = 7'b1000111;  
		s4: HEX0 = 7'b1000000;  
		endcase 
	end 
endmodule
```
**flow/run.sh**
```bash
#!/bin/bash
# OpenROAD 26Q1-2900-gdf79404cd8, Yosys 0.63+post, stock flow scripts
make -C /OpenROAD-flow-scripts/flow DESIGN_CONFIG=/design/flow/config.mk WORK_HOME=/design/flow/orfs finish
```
**flow/config.mk**
```make
export PLATFORM = sky130hd
export DESIGN_NAME = bai2
export DESIGN_NICKNAME = bai2
export VERILOG_FILES = /design/flow/design.v
export SDC_FILE = /design/flow/constraint.sdc
export NUM_CORES = 4
export LEC_CHECK = 1
export CORE_UTILIZATION = 30
```
**flow/constraint.sdc**
```tcl
current_design bai2

set clk_period 7.1
set clk_io_pct 0.2

create_clock -name clk0 -period $clk_period [get_ports {CLOCK_50}]

set non_clock_inputs [all_inputs -no_clocks]
set_input_delay [expr $clk_period * $clk_io_pct] -clock clk0 $non_clock_inputs
set_output_delay [expr $clk_period * $clk_io_pct] -clock clk0 [all_outputs]
```
==> flow_summary.ini <==
; synthesis and place-and-route metrics
[worst_setup_path]
cp-start-kind = flip-flop
crit_buf_inv = 1
cp_max_fo = 11
cp.required_ps = 7280
crit_type = reg -> reg
critPathSlowestCell = or4_1
path_delay_family = simple AND/OR/NAND/NOR gates
cp_cell_sequence = ha_1, nand4_1, or4_1, xnor2_1, a2111oi_0, or4b_1, nor4_4, buf_4, nor2_1
worst_setup_path_end_kind = flip-flop
arrival_ps = 3770
critPathMaxStageDelay_ps = 600

[final_timing]
skew_ps = 11.38
fin_tns_setup_ps = 0
relSlewSlack_pct = 52.59
finalHoldViolCount = 0
fin_crit_ps = 3590
timing.hold.ws_ps = 487.5
unclocked_regs = 9
untimed_endpoints = 14
fmax_mhz = 278.6
setup_viol = 0
worst_pin_slew_ps = 708.5
finalClockPeriodUsage_pct = 50.56
grt_setup_unrepaired = no
drv_slew = 0

[yosys]
async_reset_ff_share_pct = 11.90
synth.cell_area_um2 = 2034
ys_cells = 221
ys_ff = 42
synthCells = 221
ys_warn_count = 1
synth.avg_cell_area_um2 = 9.206
ys_chip_area_um2 = 2034
ys_types = 45
edf_count = 1
synth_top_flop_cell = dfxtp_1

[placement]
post-dp-hpwl_mm = 2.792
dp.cells = 295
gp_congestion = 0.8295
portBuffers = 6

[global_route]
overflow = 0
grt_max_degree = 13
track_usage_pct = 11.69
grt_pass1_vias = 1398
grt_pass1_wl_mm = 6.617
antenna_found_initial = 0

[floorplan]
dieHeight_um = 84.35
die_x_um = 84.35
fp.coreArea_um2 = 6459
initCoreUtil_pct = 31.50
rows = 29
dieArea_um2 = 7115
io_pins = 9

[clock_network]
cts.path.max_buffers = 2
htreeDepth = 2
clock_tree.root_cell = clkbuf_8
clkLatencyLatePin_ps = 290
clk_pin_slew_worst_paths_ps = 80
postCtsSetupRepairBufs = 0
numCtsBuffers = 5
cts_tree = done
cts_hold_buf = 0
post_cts_resized = 0

[routing]
first_iter_violations = 115
insertedDiodeCount = 0
drt_wl_total_mm = 3.871
drc_errors = 0
vias = 1581
wire_per_inst_um = 12.78
dr.pass1.iters = 20
via_per_inst = 5.218
antenna_left = 0

[outcome]
status = finished, final reports clean

[layout]
syn2layout_area_growth_pct = 9.348
final_cell_mix = 32 x dfxtp_1, 26 x nor2_1, 19 x xnor2_1
mostFrequentLayoutCell = dfxtp_1
final_cells = 303
utilization_pct = 34.44
drive_gt1_share_pct = 7.522

[pwr]
ir_worst_vdd_mv = 0.1359
power_density_nw_per_um2 = 148.4
p_leak_nw = 0.7788

[flow_run]
max-cap-violations = 0
warnings = 26

[min_path]
hold_class = reg -> reg
worst register-to-register path: stages, from the launching register on:
cell       delay, ps
dfxtp_1          430
ha_1             270
nand4_1          200
or4_1            600
xnor2_1          180
a2111oi_0        330
or4b_1           520
nor4_4           590
buf_4            290
nor2_1            60
state kept, by name (all words and copies together), names as in the netlist:
| name | count |
|---|---|
| q | 32 |
| current_state | 5 |
| clock_1s | 1 |
| HEX0 | 4 |
synth_stat cells (all sizes together) (2+ instances only):
cell | count | area [µm²]
dfrtp | 4 | 100.1
a41oi | 3 | 26.28
and3 | 6 | 37.54
inv | 7 | 26.28
a21oi | 2 | 10.01
xnor2 | 19 | 166.4
nand4 | 19 | 133.9
mux2i | 3 | 30.03
dfxtp | 32 | 640.6
nor3 | 9 | 45.04
nor2b | 2 | 12.51
o22ai | 3 | 18.77
and4 | 5 | 45.04
buf | 8 | 56.30
nand2b | 3 | 18.77
nor4 | 6 | 82.58
nand3 | 7 | 35.03
nor2 | 26 | 97.59
dlxtn | 4 | 60.06
clkbuf | 3 | 11.26
or3 | 4 | 25.02
ha | 2 | 25.02
nand2 | 16 | 60.06
xor2 | 11 | 96.34
nand4b | 2 | 17.52
worst paths after layout:
| kind | start | to | slack (ps) | cells after the start |
|---|---|---|---|---|
| setup / recovery | q[0] | q[17] | 3510 | 9 |
| hold / removal | q[31] | q[31] | 490 | 1 |
| setup reg to reg | q[0] | q[17] | 3510 | 9 |
| hold reg to reg | q[31] | q[31] | 490 | 1 |
stage by stage:
stage               total power [mW]  setup slack (ps)  cell area (µm²)
global route                  0.3418              3196             2225
detailed placement            0.1912              3523             2135
finish                        0.3302              3510             2225
CTS                           0.3339              3490             2225
global placement              0.1912              3493             2135
floorplan                     0.1913              3982             2038
metal layers:
metal  vias to the layer above  track usage (%)  part of all wire, %
li1                        792                -                    -
met5                         -                0                    0
met1                       736            17.36                   50
met3                         8            2.689                  5.7
met2                        45            18.26                   42
met4                         0            2.003                  2.1
cell type report:
type,count,area [µm²]
flip-flops and latches,42,857.1
well taps,77,96.34
inverters,7,26.28
clock inverters,3,21.27
clock buffers,5,68.82
fillers,639,4234
multi-input cells,162,1087
repair buffers,7,67.56
cells by family after synthesis:
logic type / share of synthesized area [%]
xor gates and xnor gates: 12.92
latches: 2.952
other: 0.1843
buffers and inverters: 4.613
adders and majority gates: 1.230
muxes: 2.030
DFF: 39.18
AOI/OAI and AO/OA: 4.121
and+or+nand+nor: 32.78
where the power goes:
group          internal (mW)  total, mW  leakage, nW  switching (mW)
logic               0.000514    0.00106        0.371        0.000542
registers              0.186      0.186        0.367               0
clock network         0.0690      0.143       0.0407          0.0745
total                  0.255      0.330        0.779          0.0750
Power is estimated from default activity; no workload was simulated.
