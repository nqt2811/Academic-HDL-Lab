### ./design.v
module baithi(SW,LEDG,KEY);
input [1:0]SW;
input [3:3]KEY;
output reg [7:0]LEDG;
parameter start = 3'b000;
parameter s1 = 3'b001;
parameter s10 = 3'b010;
parameter s101 = 3'b011;
parameter s1010 = 3'b100;
parameter s10101 = 3'b101;
parameter s101011 = 3'b110;
reg[2:0]cs,ns;
always@(*)
begin
	case(cs)
	start: if(SW[0])ns = s1;
	else ns = cs;
	s1: if(SW[0])ns = cs;
	else ns = s10;
	s10: if(SW[0])ns = s101;
	else ns = start;
	s101: if(SW[0])ns = s1;
	else ns = s1010;
	s1010: if(SW[0])ns = s10101;
	else ns = start;
	s10101: if(SW[0])ns = s101011;
	else ns = s1010;
	s101011: if(SW[0])ns = s1;
	else ns = s10;
	default ns = start;
	endcase
end
always @(posedge KEY[3] or negedge SW[1])
begin
	if(~SW[1]) cs <= start;
	else cs <= ns;
end
always @ (*)
begin
if(cs == s1) LEDG[0] = 1'b1;
else LEDG[0] = 1'b0;
if(cs == s10) LEDG[1] = 1'b1;
else LEDG[1] = 1'b0;
if(cs == s101) LEDG[2] = 1'b1;
else LEDG[2] = 1'b0;
if(cs == s1010) LEDG[3] = 1'b1;
else LEDG[3] = 1'b0;
if(cs == s10101) LEDG[4] = 1'b1;
else LEDG[4] = 1'b0;
if(cs == s101011) LEDG[7] = 1'b1;
else LEDG[7] = 1'b0;
end
endmodule
### ./run.sh
#!/bin/bash
# OpenROAD 26Q1-2900-gdf79404cd8, Yosys 0.63+post, stock flow scripts
make -C /OpenROAD-flow-scripts/flow DESIGN_CONFIG=/design/flow/config.mk WORK_HOME=/design/flow/orfs finish
### ./config.mk
export PLATFORM = sky130hd
export DESIGN_NAME = baithi
export DESIGN_NICKNAME = baithi
export VERILOG_FILES = /design/flow/design.v
export SDC_FILE = /design/flow/constraint.sdc
export NUM_CORES = 4
export LEC_CHECK = 1
export CORE_AREA = 10 10 70 70
export DIE_AREA = 0 0 80 80
### ./constraint.sdc
current_design baithi

set clk_period 1.1
set clk_io_pct 0.2

create_clock -name clk0 -period $clk_period [get_ports {KEY}]

set non_clock_inputs [all_inputs -no_clocks]
set_input_delay [expr $clk_period * $clk_io_pct] -clock clk0 $non_clock_inputs
set_output_delay [expr $clk_period * $clk_io_pct] -clock clk0 [all_outputs]
==> results.sh <==
# physical design summary
export IMPL_cts_sinks=7
export IMPL_maxCapViolCount=0
export IMPL_startpoint="cs[3]$_DFF_PN0_"
export IMPL_hold_violations=0
export IMPL_worstSetupEndpointType="flip-flop"
export IMPL_setup_worst_path_class="reg -> reg"
export IMPL_reg_top3="cs: 7 flops"
export IMPL_grt_pass1_vias=217
export IMPL_die_h_um=80
export IMPL_fp_dieW_um=80
export IMPL_gp_congestion=0.702
export IMPL_grt_usage_pct=1.86
export IMPL_regMostFlops="cs"
export IMPL_fmax_mhz=980
export IMPL_grt_pass1_wl_um=959
export IMPL_min_period_ns=1.02
export IMPL_fin_util_pct=13.1
export IMPL_r2r_start="cs[3]$_DFF_PN0_"
export IMPL_yosys_area_um2=294
export IMPL_top_area_share_pct=51.1
export IMPL_clk_path_buf_depth=2
export IMPL_cp_data_arrival_time_ns=1.12
export IMPL_postCtsHoldBufs=0
export IMPL_topCellsByArea="dfrtp_1 51%, buf_4 20%, dfstp_2 8.9%"
export IMPL_cts_made_buffers=3
export IMPL_grt_start_max_net_pins=8
export IMPL_insertedDiodeCount=0
export IMPL_wl_um=620
export IMPL_ys_seq_share_pct=60.0
export IMPL_routed_via_density=2.39
export IMPL_h_tree_depth=1
export IMPL_required_ns=1.20
export IMPL_dr_pass1_iters=2
export IMPL_grt_setup_unrepaired="false"
export IMPL_yosysTopAreaCell="dfrtp_1"
export IMPL_final_setup_tns_ns=0
export IMPL_clock_latency_ns=0.22
export IMPL_path_max_fanout=2
export IMPL_worst_setup_path_start_kind="flip-flop"
export IMPL_overflow=0
export IMPL_antenna_found_initial=0
export IMPL_ant_nets=0
export IMPL_p_leak_nw=0.202
export IMPL_num_io_pins=11
export IMPL_hold_ws_ns=0.242
export IMPL_drt_iter0_drc=30
export IMPL_min_path_type="in -> async"
export IMPL_root_buffer="clkbuf_4"
export IMPL_wl_met1_um=282
export IMPL_finalSetupViolCount=0
export IMPL_coreArea_um2=3420
export IMPL_numSynthFlops=7
export IMPL_top_layer_used="met4"
export IMPL_ir_worst_vdd_mv=0.224
export IMPL_wl_met2_um=280
export IMPL_dpl_cell_count=74
export IMPL_path_clk_slew_ns=0.04
export IMPL_die_area_um2=6400
export IMPL_synth_cell_type_count=8
export IMPL_drive_above_1_share_pct=27.0
export IMPL_fp_util_pct=8.61
export IMPL_final_cell_mix="6 x dfrtp_1, 6 x clkdlybuf4s15_1, 6 x buf_4"
export IMPL_drcViolationCount=0
export IMPL_routedWlPerCell_um=7.47
export IMPL_num_rows=21
export IMPL_ys_warn_count=3
export IMPL_status="complete, no violations"
export IMPL_stdcell_count=83
export IMPL_fin_skew_ns=0.000797
export IMPL_largest_register_ff_count=7
export IMPL_wl_met3_um=26
export IMPL_io_buffers=8
export IMPL_synth_area_um2=294
export IMPL_syn_area_per_cell_um2=11.3
export IMPL_p_per_area_nw_per_um2=1210
export IMPL_warning_count=48
export IMPL_slew_viol_final=0
export IMPL_vias=198
export IMPL_area_growth_pct=51.9
export IMPL_cts_tree="yes"
export IMPL_syn_inst=26
export IMPL_yosys_cells=26
export IMPL_post_route_period_util_pct=92.8
[routing by layer]
metal,GRT usage [%],vias to the layer above
met4,1.23,0
met5,0,-
met3,0.341,2
li1,-,94
met2,2.89,8
met1,2.29,94
[worst max-delay path, stage by stage (launching register included)]
cell and delay, ns:
dfrtp_1 0.37, buf_4 0.13, o41a_1 0.40
[path summary, 6_finish.rpt]
check | endpoint | slack, ns | depth (start not counted)
setup / recovery | cs[4]$_DFF_PN0_ | 0.08 | 2
hold / removal | cs[2]$_DFF_PN0_ | 0.24 | 1
setup reg to reg | cs[4]$_DFF_PN0_ | 0.08 | 2
hold reg to reg | cs[4]$_DFF_PN0_ | 0.58 | 2
max in group asynchronous | cs[0]$_DFF_PN1_ | 0.58 | 1
min in group clk0 | cs[4]$_DFF_PN0_ | 0.58 | 2
[layout make-up]
class	count	area (um2)
well taps	46	57.6
multi-input cells	12	61.3
flip-flops and latches	7	176
clock buffers	4	26.3
repair buffers	14	125
fillers	392	2970
[cells in the mapped netlist]
cell type  count
buf_4          8
dfrtp_1        6
nor2_1         5
and2_1         3
conb_1         1
dfstp_2        1
nor3_1         1
o41a_1         1
[power by group]
group | internal [mW] | total (mW) | switching [mW]
combinational | 0.0410 | 0.0633 | 0.0223
clock | 0.136 | 0.194 | 0.0582
sequential | 0.276 | 0.284 | 0.00835
total | 0.453 | 0.542 | 0.0888
[cells by family (layout without fill, tap and decap cells)]
family / Yosys count / after routing / synth area share (%)
AND-OR/OR-AND: 1 / 1 / 3.83
flip-flops: 7 / 7 / 60.0
buffers and inverters: 8 / 18 / 20.4
other: 1 / 2 / 1.28
AND/OR/NAND/NOR: 9 / 9 / 14.5
[through the flow]
step           power, mW  worst slack [ns]  instance area (um2)
3_5_place_dp       0.343            0.0347                  383
2_1_floorplan      0.319             0.207                  298
6_report           0.542            0.0791                  447
5_1_grt            0.604            0.0254                  447
3_3_place_gp       0.343            0.0375                  383
4_1_cts            0.578           0.00495                  443
[repair_timing]
action | in CTS | in global routing
buffers inserted | 5 | 0
resized | 9 | 3
setup endpoints to repair | 6 | 3
Power and IR drop assume default switching activity.
