$ cat config.mk
export PLATFORM = sky130hd
export DESIGN_NAME = bai3
export DESIGN_NICKNAME = bai3
export VERILOG_FILES = /design/flow/design.v
export SDC_FILE = /design/flow/constraint.sdc
export NUM_CORES = 4
export LEC_CHECK = 1
export CORE_AREA = 10 10 97 97
export DIE_AREA = 0 0 107 107
$ cat constraint.sdc
current_design bai3

set clk_period 5.9
set clk_io_pct 0.2

create_clock -name clk0 -period $clk_period

set non_clock_inputs [all_inputs -no_clocks]
set_input_delay [expr $clk_period * $clk_io_pct] -clock clk0 $non_clock_inputs
set_output_delay [expr $clk_period * $clk_io_pct] -clock clk0 [all_outputs]
$ cat design.v
module   bai3 (SW, HEX7, HEX6, HEX5, HEX4, HEX3, HEX2, HEX1, HEX0);
input [15:0] SW;  
output [0:6] HEX7, HEX6, HEX5, HEX4, HEX3, HEX2, HEX1, HEX0; 
 wire [3:0] A, B;  
 wire [7:0] P;  
 wire [3:1] C_b1;    
 wire [5:2] PP1;   
 wire [3:1] C_b2;   
 wire [6:3] PP2;    
 wire [3:1] C_b3;  
 assign A = SW[11:8];  
 assign B = SW[3:0];  
 assign P[0] = A[0] & B[0]; 
 fa b1_a0 (A[1] & B[0], A[0] & B[1], 1'b0,    P[1],   C_b1[1]);  
 fa b1_a1 (A[2] & B[0], A[1] & B[1], C_b1[1], PP1[2], C_b1[2]);  
 fa b1_a2 (A[3] & B[0], A[2] & B[1], C_b1[2], PP1[3], C_b1[3]);  
 fa b1_a3 (1'b0,  A[3] & B[1], C_b1[3], PP1[4], PP1[5]); 
 fa b2_a0 (PP1[2], A[0] & B[2], 1'b0,    P[2],   C_b2[1]);  
 fa b2_a1 (PP1[3], A[1] & B[2], C_b2[1], PP2[3], C_b2[2]);  
 fa b2_a2 (PP1[4], A[2] & B[2], C_b2[2], PP2[4], C_b2[3]);  
 fa b2_a3 (PP1[5], A[3] & B[2], C_b2[3], PP2[5], PP2[6]); 
 fa b3_a0 (PP2[3], A[0] & B[3], 1'b0,    P[3], C_b3[1]);  
 fa b3_a1 (PP2[4], A[1] & B[3], C_b3[1], P[4], C_b3[2]);  
 fa b3_a2 (PP2[5], A[2] & B[3], C_b3[2], P[5], C_b3[3]);  
 fa b3_a3 (PP2[6], A[3] & B[3], C_b3[3], P[6], P[7]); 
hex7seg digit_7 (4'h0, HEX7);  
hex7seg digit_6 (A, HEX6);  
hex7seg digit_5 (4'h0, HEX5);  
hex7seg digit_4 (B, HEX4); 
hex7seg digit_3 (4'h0, HEX3); 
hex7seg digit_2 (4'h0, HEX2);  
hex7seg digit_1 (P[7:4], HEX1);  
hex7seg digit_0 (P[3:0], HEX0);   
endmodule     
module fa (a, b, ci, s, co);  
input a, b, ci;  
output s, co; 
wire a_xor_b; 
 assign a_xor_b = a ^ b;  
 assign s = a_xor_b ^ ci;  
 assign co = (~a_xor_b & b) | (a_xor_b & ci); 
 endmodule 
module hex7seg (hex, display);  
input [3:0] hex;  
output [0:6] display;  
reg [0:6] display; 
 always @ (hex)   
 case (hex)    
 4'h0: display = 7'b0000001;    
 4'h1: display = 7'b1001111;    
 4'h2: display = 7'b0010010;    
 4'h3: display = 7'b0000110;    
 4'h4: display = 7'b1001100;    
 4'h5: display = 7'b0100100;    
 4'h6: display = 7'b1100000;    
 4'h7: display = 7'b0001111;    
 4'h8: display = 7'b0000000;    
 4'h9: display = 7'b0001100;    
 4'hA: display = 7'b0001000;    
 4'hb: display = 7'b1100000;    
 4'hC: display = 7'b0110001;    
 4'hd: display = 7'b1000010;    
 4'hE: display = 7'b0110000;    
 4'hF: display = 7'b0111000;   
 endcase 
endmodule  
$ cat run.sh
#!/bin/bash
# OpenROAD 26Q1-2900-gdf79404cd8, Yosys 0.63+post, stock flow scripts
make -C /OpenROAD-flow-scripts/flow DESIGN_CONFIG=/design/flow/config.mk WORK_HOME=/design/flow/orfs finish
==> run_results.csv <==
group,metric,value,unit
worst_hold_path,min-delay-path-class,"in2out",
timing,fin_crit,5.73,ns
logic_synthesis,netlist_area,2330,um2
worst_setup_path,critPathRequiredTime,4.72,ns
logic_synthesis,ys_area,2330,um2
pwr,pwr-share-clk,0,
die,ios,72,
final_layout,comb_area,2310,um2
timing,finalCritPeriodShare,0.971,
timing,rsz0062_at_grt,"yes",
worst_setup_path,cp_max_fo,6,
worst_hold_path,whs_endpoint,"HEX6[1]",
final_layout,final_cell_mix,"74 x buf_4, 32 x nand2_1, 28 x conb_1",
grt,grt_max_degree,21,
final_layout,seq_cells,0,
logic_synthesis,ys_seq_share,0,
run,openroad.warnings,61,
pwr,power_density,136,nW/um2
route,via_count,2565,
pwr,seq_power_share,0,
die,core,7290,um2
pwr,switching_share,0.438,
route,ant_nets,0,
placed_design,placement.cell_area,3120,um2
pwr,power,0.477,mW
grt,first_global_vias,2393,
pwr,switching_power,0.209,mW
logic_synthesis,ys_cells,332,
worst_setup_path,criticalPathCategory,"in2out",
grt,gr-total-overflow,0,
outcome,outcome,"finished clean",
grt,grt_pass1_wl,11.0,mm
logic_synthesis,ys_warn_count,1,
timing,setup_viol,0,
die,die_y,107,um
run,cap_violations,0,
route,drc_errors,0,
worst_hold_path,holdPathStages,5,
final_layout,clock_buffers,0,
grt,antenna_found_initial,0,
final_layout,syn_to_final_growth,50.6,%
route,dr.pass1.iters,4,
final_layout,fillers,713,
timing,slew_viol_final,0,
final_layout,drive_gt1_frac,0.372,
final_layout,flop_area,0,um2
worst_hold_path,holdCritStartpoint,"SW[8]",
pwr,pwr-share-comb,1.000,
worst_setup_path,worst_ep_arrival_time,4.55,ns
pwr,ir_drop,0.0543,mV
die,chipArea,11400,um2
placed_design,numPortBuffers,36,
timing,fmax,0.175,GHz
worst_setup_path,crit_buf_inv,8,
worst_setup_path,worst_path_max_delay_cell,"a221o_1",
logic_synthesis,syn_area_per_cell,7.01,um2
timing,hold_ws,3.15,ns
worst_setup_path,crit_path_start_kind,"primary input",
timing,hold_viol,0,
worst_setup_path,worst_setup_path_end_kind,"output pin",
die,die_w,107,um
final_layout,final_cell_area,3510,um2
route,wire_per_inst,12.7,um
worst_setup_path,crit_path_cell_trace,"buf_6, inv_2, nor2_2, ha_2, buf_6, nand2_4, buf_6, mux2_4, o211ai_1, o211ai_1, a311oi_2, buf_4, o41ai_4, o21a_1, buf_4, buf_4, maj3_2, and2_4, a221o_1, dlygate4sd2_1",
die,row_count,31,
worst_setup_path,crit_cells,20,
grt,grt_usage,0.108,
worst_setup_path,critPathTopFamily,"AND-OR/OR-AND gates",
final_layout,lay_top_count,"buf_4",
logic_synthesis,ys_types,73,
pwr,power.leakage,1.57,nW
route,vias_per_cell,4.88,
pwr,internal_power,0.268,mW
die,initial_core_util,0.319,
placed_design,hpwl,5.21,mm
placed_design,gp_congestion,0.899,
route,drt_iter0_drc,85,
logic_synthesis,syn-instance-count,332,
route,drt_wl_total,6.67,mm
route,num_antenna_cells,0,
worst_setup_path,slowest_delay,0.33,ns
==> worst max-delay path by stage <==
stage         slack, ns   from       to
global route      -0.03  SW[8]  HEX1[1]
CTS                0.01  SW[8]  HEX1[3]
finish             0.17  SW[0]  HEX1[6]
==> Yosys cell counts (all sizes together), types with 2 or more instances <==
| cell | number | area (um2) |
|---|---|---|
| and3 | 2 | 12.5 |
| o21ai | 28 | 144 |
| o211a | 3 | 30.0 |
| a211o | 2 | 17.5 |
| xor2 | 3 | 26.3 |
| nand3 | 9 | 45.0 |
| o21a | 5 | 38.8 |
| nor4 | 4 | 25.0 |
| a31oi | 4 | 25.0 |
| a21oi | 18 | 105 |
| a32o | 2 | 20.0 |
| o22ai | 2 | 12.5 |
| nor2b | 7 | 43.8 |
| xnor2 | 11 | 96.3 |
| or3 | 4 | 30.0 |
| a211oi | 8 | 60.1 |
| conb | 2 | 7.51 |
| maj3 | 2 | 21.3 |
| buf | 41 | 323 |
| or2 | 2 | 12.5 |
| ha | 28 | 350 |
| o221ai | 4 | 47.6 |
| o211ai | 7 | 52.6 |
| a22o | 3 | 26.3 |
| inv | 15 | 56.3 |
| nand2b | 5 | 31.3 |
| mux2i | 4 | 52.6 |
| o2111ai | 3 | 26.3 |
| and2 | 7 | 47.6 |
| a221o | 2 | 20.0 |
| nor2 | 24 | 97.6 |
| nand2 | 36 | 138 |
| a21o | 2 | 15.0 |
| nor3 | 5 | 30.0 |
| clkbuf | 8 | 30.0 |
| o311ai | 2 | 17.5 |
==> power groups by stage <==
stage,clock network [mW],logic [mW],registers [mW]
6_report,0,0.477,0
4_1_cts,0,0.444,0
5_1_grt,0,0.528,0
==> through the flow <==
stage | utilization | setup TNS, ns | setup WS, ns | instances
floorplan | - | 0 | 0.0327 | 358
global placement | 0.428 | -4.21 | -0.773 | 517
detailed placement | 0.428 | -4.17 | -0.760 | 517
CTS | 0.455 | 0 | 0.0103 | 522
global route | 0.481 | -0.0399 | -0.0289 | 526
finish | 0.481 | 0 | 0.170 | 526
==> final cells by class <==
cell class                      count  area share
Inverter                           16      0.0178
Multi-Input combinational cell    293       0.660
Tap cell                           99      0.0353
Timing Repair Buffer              118       0.287
==> cells by family after synthesis <==
kind of cell,after synthesis,synth area share
XOR/XNOR,14,0.0527
multiplexers,5,0.0290
buffers and inverters,65,0.177
AND-OR/OR-AND,105,0.335
adder cells (fa/ha/maj),30,0.160
other,2,0.00323
AND/OR/NAND/NOR,111,0.243
==> tightest hold or removal path, cell delays in order <==
cell	delay, ns
buf_6	0.09
buf_4	0.14
nand3_1	0.06
o21ai_0	0.08
clkdlybuf4s50_1	0.41
==> routing by layer <==
metal	GRT usage	share of wire	wire, um	up-vias
li1	-	-	-	1328
met1	0.145	0.46	3060	1187
met2	0.192	0.50	3320	46
met3	0.0115	0.036	243	4
met4	0.00484	0.0067	45	0
met5	0	0	0	-
==> repair_timing <==
action / 4_1_cts / 5_1_grt
buffers inserted: 6 / 4
pin swaps: 30 / 20
gates resized: 59 / 44
endpoints found under the setup margin: 7 / 7
hold buffers: 0 / 0
Power is estimated from default activity; no workload was simulated.
